--- flow/config.mk ---
export PLATFORM = sky130hd
export DESIGN_NAME = RegFile
export DESIGN_NICKNAME = RegFile
export VERILOG_FILES = /design/flow/design.v
export SDC_FILE = /design/flow/constraint.sdc
export NUM_CORES = 4
export LEC_CHECK = 1
export CORE_UTILIZATION = 40
--- flow/constraint.sdc ---
current_design RegFile

set clk_period 7.4
set clk_io_pct 0.2

create_clock -name clk0 -period $clk_period [get_ports {clk}]

set non_clock_inputs [all_inputs -no_clocks]
set_input_delay [expr $clk_period * $clk_io_pct] -clock clk0 $non_clock_inputs
set_output_delay [expr $clk_period * $clk_io_pct] -clock clk0 [all_outputs]
--- flow/design.v ---
module RegFile(
    input wire clk,  
    input wire we,  
    input wire [4:0] waddr,  
    input wire [31:0] wdata,  
    input wire [4:0] raddr1,  
    output wire [31:0] rdata1,  
    input wire [4:0] raddr2,  
    output wire [31:0] rdata2  
);
    reg [31:0] register_file [0:31];
    integer i;
    initial begin
        for (i=0; i<32; i=i+1) begin
            register_file[i] = 32'b0;
        end
    end
    always @(posedge clk) begin
        if (we && waddr != 0) begin   
            register_file[waddr] <= wdata;
        end
    end
    assign rdata1 = (raddr1 != 0) ? register_file[raddr1]:0;
    assign rdata2 = (raddr2 != 0) ? register_file[raddr2]:0;
endmodule
--- flow/run.sh ---
#!/bin/bash
# OpenROAD 26Q1-2900-gdf79404cd8, Yosys 0.63+post, stock flow scripts
make -C /OpenROAD-flow-scripts/flow DESIGN_CONFIG=/design/flow/config.mk WORK_HOME=/design/flow/orfs finish
==> Changelog: implementation <==
### Changed

- Core ar.: 118,000 um2
- Worst vdd ir: 0.180 mV
- Pwr dens: 237 nW/um2
- CTS tree: built
- Routed wire per std cell: 34.7 um
- Pre-CTS setup slack: 1070 ps
- Distinct cells, synth: 39
- DR pass1 iterations: 5
- Leading area contributor after synthesis: edfxtp_1
- Max-cap viol count: 0
- Global-route usage over all layers: 0.281
- Leakage: 17.7 nW
- CP required: 5920 ps
- Initial drt markers: 1,750
- DR DRC count: 0
- Fmax: 0.156 GHz
- Placed cell area: 51,400 um2
- Fp_density: 0.405
- Final worst path period need: 6420 ps
- Area growth syn-to-layout: 14.4%
- Max reg flops: 1,024
- Most used DFF post-synth: edfxtp_1
- Hold/Removal Path Class: in -> reg
- Slew at the pin with the worst max-slew slack: 1020 ps
- Fillers: 9,560
- Ys cells: 2,564
- Seq cells post-synth: 1,024
- Period Utilization, post-route: 0.868
- Finished Cell Area: 54,800 um2
- YS chip area: 47,900 um2
- Final setup vio count: 0
- Setup bufs post-CTS: 0
- Clock buffer depth: 3
- H-tree lvl count: 3
- Buffers added on ports: 112
- Min-delay src: wdata[24]
- FP Rows: 126
- Cells after synthesis: 2,564
- Asr flop ratio synth: 0
- Arrival time worst endpoint: 4940 ps
- Synth Warn #: 1
- First-pass GRT wire length: 220,000 um
- CP startpoint: raddr2[2]
- Die height: 348 um
- Register area share after synthesis: 0.642
- Num Clock Sinks: 1,024
- Via density: 6.37
- Clock buffer count from CTS: 105
- Leading cell types by count after synthesis: edfxtp_1, mux2i_1, mux4_2, clkbuf_1, nand2_1
- Fraction of layout cells with a size suffix above 1: 0.270
- Crit-path max FO: 68
- Vias in the first global route: 31,400
- Min setup slack post-route: 977 ps
- Average size of a mapped cell: 18.7 um2
- Category of the worst setup path launch point: primary input
- Hold buffer count at cts: 0
- Area of the chip: 121,000 um2
- DP Wirelength: 89,100 um
- Routability cong.: 0.869
- GR Overflow Total: 0
- Post-synth EDFFs: 1,024
- Largest cells by area after synthesis: edfxtp_1, mux4_2, mux2i_1, mux4_1, mux2_2
- Post-DRT Antenna Nets: 0
- Top cell area share: 0.642
- Via Count: 28,200
- RSZ-0062 raised after global routing: no
- Mapped cell area: 47,900 um2
- Most common cell in the netlist: edfxtp_1
- Largest net degree at the start of global routing: 81
- Io pins: 113
- Reg with most FFs: register_file
- Critical Path Sink Type: output port
- Clk root buf: clkbuf_16
- Log Warnings: 26
- Clk pin slew, worst setup/hold paths: 60 ps
- Largest regs: register_file (1024)
- Die width: 348 um
- # resized after CTS: 0
- Final WL: 154,000 um
- Status: finished, final reports clean
- Setup TNS: 0 ps
- Crit path kind: in -> out
- Initial antenna violation count: 1
- Final number of max-transition violations: 0
- Slew HR: 0.321
- Final Hold Vio Count: 0
[report_power, final]
part	leakage [nW]	internal, mW	switching [mW]
clock network	1.66	3.06	2.22
registers	9.25	6.47	0.0350
logic	6.82	0.497	0.683
total	17.7	10.0	2.94
[cell usage in the layout, fill, tap and decap left out, drive strengths merged]
cell type      netlist  layout
edfxtp            1024    1024
mux4               352     352
mux2i              320     320
buf                115     149
clkbuf             100     125
clkdlybuf4s50        0     102
nand2               85      85
o221ai              64      64
a22oi               64      64
mux2                64      64
a211oi              64      64
o21ai               54      54
a221oi              54      54
clkinv               0      49
nor2                37      37
nor2b               37      37
a21oi               32      32
nand4               32      32
a311oi              32      32
conb                 1      32
bufinv               0      12
o2111ai             10      10
nand3b               6       6
clkinvlp             0       6
or3b                 5       5
inv                  2       5
and2                 2       2
nand3                2       2
or3                  2       2
diode                0       1
and3                 1       1
or2                  1       1
nand2b               1       1
or4                  1       1
[per-layer routing]
| layer | global-route usage | up-vias | wire length [um] |
|---|---|---|---|
| met1 | 0.319 | 14200 | 47700 |
| li1 | - | 11400 | - |
| met3 | 0.237 | 377 | 29700 |
| met4 | 0.0899 | 6 | 6290 |
| met2 | 0.395 | 2288 | 69800 |
| met5 | 0.0272 | - | 259 |
[path summary, 6_finish.rpt]
kind / slack [ps] / cells after the start / end
worst min-delay path: 1610 / 2 / register_file[27][24]
worst max-delay path: 980 / 7 / rdata2[15]
[final cells by class]
class / instances / area (um2) / area share
clock inverters: 70 / 663 / 0.0121
flip-flops and latches: 1024 / 30700 / 0.561
well taps: 1600 / 2000 / 0.0365
multi-input cells: 1354 / 16400 / 0.299
inverters: 2 / 8.76 / 0.000160
diodes: 1 / 2.50 / 0.0000457
repair buffers: 251 / 2230 / 0.0407
clock buffers: 125 / 2750 / 0.0501
[cells by family (layout without fill, tap and decap cells)]
kind of cell	after synthesis	in the layout	share of synthesized area
other cells	1	33	0.0000783
flops	1024	1024	0.642
mux	736	736	0.250
buf+inv	217	448	0.0244
simple gates	212	212	0.0218
compound gates	374	374	0.0615
[worst max-delay path, stage by stage]
cell	delay (ps)
buf_8	480
buf_4	690
nor2b_4	290
buf_4	450
a221oi_1	180
a211oi_1	620
clkdlybuf4s50_1	600
[metrics by stage]
stage	hold slack [ps]	util	cells	power, mW
floorplan	1580	-	2595	7.27
CTS	1580	0.463	4426	13.0
finish	1610	0.463	4427	13.0
global placement	2300	0.434	4231	7.78
detailed placement	2310	0.434	4231	7.80
global route	1630	0.463	4426	13.3
Power is estimated from default activity; no workload was simulated.
