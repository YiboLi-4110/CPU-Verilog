===== flow/constraint.sdc =====
current_design ALU

set clk_period 16.4
set clk_io_pct 0.2

create_clock -name clk0 -period $clk_period

set non_clock_inputs [all_inputs -no_clocks]
set_input_delay [expr $clk_period * $clk_io_pct] -clock clk0 $non_clock_inputs
set_output_delay [expr $clk_period * $clk_io_pct] -clock clk0 [all_outputs]

===== flow/run.sh =====
#!/bin/bash
# OpenROAD 26Q1-2900-gdf79404cd8, Yosys 0.63+post, stock flow scripts
make -C /OpenROAD-flow-scripts/flow DESIGN_CONFIG=/design/flow/config.mk WORK_HOME=/design/flow/orfs finish

===== flow/config.mk =====
export PLATFORM = sky130hd
export DESIGN_NAME = ALU
export DESIGN_NICKNAME = ALU
export VERILOG_FILES = /design/flow/design.v
export SDC_FILE = /design/flow/constraint.sdc
export NUM_CORES = 4
export LEC_CHECK = 1
export CORE_UTILIZATION = 40

===== flow/design.v =====
typedef struct packed {
    logic CF;        
    logic OF;        
    logic ZF;        
    logic SF;        
    logic [3:0] unused; 
} FLAGS_t;
typedef union packed {
    FLAGS_t fields;
    logic [8-1:0] raw;
} FLAGS_u;
module ALU (
    input wire [31:0] A,
    input wire [31:0] B,
    input wire [4-1:0] Mod,
    output wire [31:0] C,
    output FLAGS_t flags
);
    FLAGS_t flags_reg;
    reg [32:0] C_reg;
    reg [31:0] C_temp;
    wire [4:0] shamt; 
    assign shamt = A[4:0];
    always @(*) begin
        flags_reg = '0;
        C_reg = 33'b0;
        case (Mod)
            4'b0001: begin
                C_reg = $signed({A[31], A}) + $signed({B[31], B});
                C_temp = C_reg[31:0];
                flags_reg.CF = C_reg[32];
                flags_reg.ZF = (C_temp == 32'b0);
                flags_reg.SF = C_temp[31];
                flags_reg.OF = (~A[31] & ~B[31] & C_temp[31]) | (A[31] & B[31] & ~C_temp[31]);
            end
            4'b0010: begin
                C_reg = {1'b0, A} + {1'b0, B};
                C_temp = C_reg[31:0];
                flags_reg.CF = C_reg[32];
                flags_reg.ZF = (C_temp == 32'b0);
            end
            4'b0011: begin
                C_reg = $signed({A[31], A}) - $signed({B[31], B});
                C_temp = C_reg[31:0];
                flags_reg.CF = C_reg[32];
                flags_reg.ZF = (C_temp == 32'b0);
                flags_reg.SF = C_temp[31];
                flags_reg.OF = (~A[31] & B[31] & C_temp[31]) | (A[31] & ~B[31] & ~C_temp[31]);
            end
            4'b0100: begin
                C_reg = {1'b0, A} - {1'b0, B};
                C_temp = C_reg[31:0];
                flags_reg.CF = C_reg[32];
                flags_reg.ZF = (C_temp == 32'b0);
            end
            4'b0101: begin
                C_temp = ($signed(A) < $signed(B)) ? 32'b1 : 32'b0;
                flags_reg.ZF = (C_temp == 32'b0);
                flags_reg.SF = C_temp[31];
            end
            4'b0110: begin
                C_temp = A < B ? 32'b1 : 32'b0;
                flags_reg.ZF = (C_temp == 32'b0);
            end
            4'b0111: begin
                C_temp = A & B;
                flags_reg.ZF = (C_temp == 32'b0);
                flags_reg.SF = C_temp[31];
            end
            4'b1000: begin
                C_temp = A | B;
                flags_reg.ZF = (C_temp == 32'b0);
                flags_reg.SF = C_temp[31];
            end
            4'b1001: begin
                C_temp = A ^ B;
                flags_reg.ZF = (C_temp == 32'b0);
                flags_reg.SF = C_temp[31];
            end
            4'b1010: begin
                C_temp = ~(A | B);
                flags_reg.ZF = (C_temp == 32'b0);
                flags_reg.SF = C_temp[31];
            end 
            4'b1101: begin  
                C_temp = B << shamt;
                flags_reg.CF = (shamt > 0) ? A[32 - shamt] : 1'b0;
                flags_reg.ZF = (C_temp == 32'b0);
                flags_reg.SF = C_temp[31];
                flags_reg.OF = (shamt == 1) ? (A[31] ^ C_temp[31]) : 1'b0;   
            end
            4'b1110: begin  
                C_temp = B >> shamt;
                flags_reg.CF = (shamt > 0) ? A[shamt - 1] : 1'b0;
                flags_reg.ZF = (C_temp == 32'b0);
                flags_reg.SF = C_temp[31]; 
                flags_reg.OF = 1'b0;  
            end
            4'b1111: begin  
                C_temp = $signed(B) >>> shamt;
                flags_reg.CF = (shamt > 0) ? A[shamt - 1] : 1'b0;
                flags_reg.ZF = (C_temp == 32'b0);
                flags_reg.SF = C_temp[31];
            end
            default: begin
                C_temp = '0;
            end
        endcase
    end
    assign C = C_temp;
    assign flags = flags_reg;
endmodule

==> summary.txt <==
run results: run status finished clean, antenna violations before repair 1, routability cong. 1.06, fp util 40.9%, LEAKAGE approximately 0.005 uW, Layout area overhead 9.53%, Post-Syn Area 12,200 um^2, Crit-path slowest cell ha_1, DR pass1 iterations 7, Area leader share 14.2%, area of the chip around 31,000 um^2, seq_cells 0, # Cells Yosys 1,734, Flop area 0 um^2, Detailed Route WL around 69 mm, gr usage total between 40 and 50%, Yosys top cell by instances nor2_1, Die Y about 180 um, initial DRC count 2,066, largest net degree at the start of global routing ~60, via count roughly 15,000, global route total overflow 0, FP Rows 63, Critical Path End Type output port, crit path max fanout roughly 57, pwr dens 42.3 nW/um^2, Die Width between 150 and 200 um, Worst Path Required 13,120 ps, Syn Area/Cell 7.05 um^2, Hold Crit Class in -> out, Sw Share a little over three fifths, unrepaired setup endpoints after global routing no, maximum vdd drop around 32 uV, top cells by count nor2_1 (158), nand2_1 (152), a21oi_1 (143), worst hold endpoint C[3], vias in the first global route between 10,000 and 15,000, Fin Hold WS 7690 ps, dpl hpwl approximately 53 mm, Max Freq around 84 MHz, first-pass GRT wire length 98.2 mm, critical path buffer and inverter count 5, FILL cells 3,058, drt via density about 7.2, Max-Cap Viols 0, Log Warnings between 100 and 150, Switch Pwr approximately 360 uW, layout cell share with drive strength beyond 1 a little over a tenth, Slew HR between 30% and 40%, count of cell types in the netlist roughly 90, CP Cell Sequence buf_2 > buf_4 > inv_1 > buf_4 > ha_1 > nor2_1 > a2111oi_2 > o21ai_1 > o21ai_0 > a21oi_1 > o21ai_0 > nor4bb_1 > nand4_1 > nor4_1 > nand4_1 > nand2_1 > clkdlybuf4s50_1, Synth Seq Share 0%, Worst Hold Depth 5, Hold Vio Cnt, Final 0, CP delay by family, top AND-OR/OR-AND gates, post-layout minimum cycle time about 12,000 ps, largest area contributor in the netlist mux4_2, slowest stage delay, CP about 670 ps, Mapped Cells 1,734, critical path class in -> out, final max-slew violation count 0, startpoint class of the critical path primary input, post-CTS setup buffers 0, min-delay src A[4], Least-Margin Pin Slew 1010 ps, CP startpoint A[3], hold buffers post-CTS 0, core footprint 29,900 um^2, drc violations 0, post-synthesis chip area from yosys approximately 12,000 um^2, final setup vio count 0, post_cts resized 0, number of I/O port buffers about 100, ANT nets after route 0, Largest cells by area mux4_2 (14%), ha_1 (11%), a21oi_1 (5.9%), o21ai_0 (5.1%), nor2_1 (4.8%), Setup TNS 0 ps, crit path DAT approximately 8700 ps, internal cell power about 210 uW, Wirelength per Cell 32.3 um, clkbuf count 0, IO Pins around 110, yosys warns 1, period utilization between 70% and 80%
## cell families after synthesis
kind of cell / after synthesis / share of synthesized area [%]
xor gates and xnor gates: 40 / 2.86
adders and majority gates: 111 / 11.5
other: 1 / 0.0307
and+or+nand+nor: 563 / 22.2
buffers and inverters: 258 / 8.97
muxes: 138 / 19.4
AOI/OAI and AO/OA: 623 / 35.1
## routing by layer
| metal | wire, um | track usage, % | share of wire, % |
|---|---|---|---|
| met1 | 28100 | 63.9 | 41 |
| met2 | 28800 | 64.3 | 42 |
| met3 | 8610 | 12.9 | 13 |
| met4 | 3130 | 15.6 | 4.6 |
| met5 | 13 | 0.160 | 0.019 |
## power groups by stage
| stage | Combinational [uW] | Sequential (uW) | Clock (uW) |
|---|---|---|---|
| 5_1_grt | 596 | 0 | 0 |
| 4_1_cts | 546 | 0 | 0 |
## area by class of cell
type / count / area, um^2 / area share (%)
multi-input cells: 1479 / 11200 / 83.3
repair buffers: 151 / 1380 / 10.3
well taps: 390 / 488 / 3.64
diodes: 2 / 5.00 / 0.0374
inverters: 99 / 372 / 2.77
## how the worst max path moves through the flow
stage	slack [ps]	endpoint	depth (start not counted)
4_1_cts	4610	flags[5]	17
5_1_grt	4140	flags[5]	17
6_report	4450	flags[5]	17
## worst min-delay path, stage by stage
cell             delay (ps)
buf_2                    90
buf_4                   250
a31oi_1                 260
o211ai_1                110
clkdlybuf4s50_1         410
## per-stage QoR
stage | util (%) | power, uW | cells | cell area (um^2) | worst slack, ps
3_5_place_dp | 44.8 | 543 | 2119 | 13400 | 4660
6_report | 44.8 | 567 | 2121 | 13400 | 4450
5_1_grt | 44.8 | 596 | 2119 | 13400 | 4140
3_3_place_gp | 44.8 | 547 | 2119 | 13400 | 4550
2_1_floorplan | - | 335 | 1737 | 12200 | 6030
4_1_cts | 44.8 | 546 | 2119 | 13400 | 4610
## cell usage in the layout (no fill, tap or decap), drive strengths merged, types with 10 or more instances in the layout
cell	instances
o311ai	10
nor3	46
o21bai	18
nand4	29
a21oi	148
nand2	152
mux2i	42
nor2	158
a211oi	36
nand3	42
mux4	77
nor4	36
nor2b	20
o2111ai	15
a31oi	22
a21o	19
buf	52
o211ai	21
clkdlybuf4s50	99
o21ai	131
ha	109
a22oi	14
o31ai	19
mux2	19
a221o	28
xnor2	36
nand2b	24
inv	97
o22ai	20
o221ai	12
a221oi	31
No activity file was given, so power comes from the tool's default toggle rates.
