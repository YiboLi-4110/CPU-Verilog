## ./design.v

```verilog
module MUX_3#(parameter DATA_WIDTH = 32) (
    input wire [DATA_WIDTH-1:0] input0,  
    input wire [DATA_WIDTH-1:0] input1,  
    input wire [DATA_WIDTH-1:0] input2,  
    input wire [1:0] select,  
    output wire [DATA_WIDTH-1:0] out_data 
);
    reg [DATA_WIDTH-1:0] out_data_reg;
    always_comb begin
        case (select)
            2'b00:
                out_data_reg = input0;
            2'b01:
                out_data_reg = input1;
            default:
                out_data_reg = input2; 
        endcase
    end
    assign out_data = out_data_reg;
endmodule
```

## ./run.sh

```bash
#!/bin/bash
# OpenROAD 26Q1-2900-gdf79404cd8, Yosys 0.63+post, stock flow scripts
make -C /OpenROAD-flow-scripts/flow DESIGN_CONFIG=/design/flow/config.mk WORK_HOME=/design/flow/orfs finish
```

## ./config.mk

```make
export PLATFORM = sky130hd
export DESIGN_NAME = MUX_3
export DESIGN_NICKNAME = MUX_3
export VERILOG_FILES = /design/flow/design.v
export SDC_FILE = /design/flow/constraint.sdc
export NUM_CORES = 4
export LEC_CHECK = 1
export CORE_AREA = 10 10 88 88
export DIE_AREA = 0 0 98 98
```

## ./constraint.sdc

```tcl
current_design MUX_3

set clk_period 2.6
set clk_io_pct 0.2

create_clock -name clk0 -period $clk_period

set non_clock_inputs [all_inputs -no_clocks]
set_input_delay [expr $clk_period * $clk_io_pct] -clock clk0 $non_clock_inputs
set_output_delay [expr $clk_period * $clk_io_pct] -clock clk0 [all_outputs]
```

==> qor.yml <==
status:
  outcome: "completed"
worst_hold_path:
  hold_path_depth: 4
  hold_start: "select[1]"
  hp-class: "in -> out"
  hold_end: "out_data[24]"
global_routing:
  antenna_found_initial: 0
  grt_use_total_pct: 8.14
  grt_pass1_wl_um: 6620
  grt_start_max_net_pins: 43
  grt_pass1_vias: 1213
  grt-ovfl-total: 0
job:
  warning_count: 32
  cap_violations: 0
floorplanning:
  fp-utilization_pct: 12.1
  num_io_pins: 130
  die_area_um2: 9600
  core_um2: 5920
  core.rowCount: 28
  dieWidth_um: 98
  fp.dieH_um: 98
route:
  avgRoutedWirePerCell_um: 13.6
  antenna-diode-count: 0
  route.detailed.drc: 0
  vias: 1178
  antenna_left: 0
  drt_iter0_drc: 14
  drt_wl_total_um: 4150
  drtPass1Iterations: 2
  via_per_inst: 3.86
power_and_ir_drop:
  p_leak_nw: 0.840
  ir_drop_v: 0.0000569
  power_density_nw_per_um2: 157
layout:
  fillers: 616
  fin_cells: 305
  final_cell_area_um2: 2050
  nClkBuffers: 0
  final_layout_size_suffix_gt1_share_pct: 3.48
  flop-count: 0
  postLayoutCoreUtil_pct: 34.6
  register_area_um2: 0
  final-comb-area_um2: 608
  syn_to_final_growth_pct: 187
setup_path:
  cp-start-kind: "input port"
  cp-end-kind: "primary output"
  critPathTopFamily: "buffers and inverters"
  crit_path_frequent_cell: "clkdlybuf4s50_1"
  max_stage_delay_ps: 500
  cp.arrival_ps: 1680
  critPathKind: "in -> out"
  required_ps: 2080
  critical-path-slowest-cell: "clkdlybuf4s50_1"
  path_buffers: 2
  crit_chain: "clkdlybuf4s50_1 > mux2i_1 > o21ai_1 > clkdlybuf4s50_1"
  cp_max_fo: 1
yosys:
  yosysChipArea_um2: 714
  yosysWarningCount: 1
  syn-cell-area_um2: 714
  postSynthSeqShare_pct: 0
  ys_cells: 107
  syn_inst: 107
  syn_area_per_cell_um2: 6.68
  synth_cell_types: 8
placed_design:
  pre_cts_ws_ps: 396
  gp_congestion: 0.802
  placed_cell_area_um2: 2050
  portBuffers: 130
  post-place-cells: 305
  place_hpwl_um: 3700
final_timing:
  hold_viol: 0
  worst_pin_slew_ps: 261
  slew_headroom_pct: 82.6
  fin_tns_setup_ps: 0
  setup_ws_ps: 401
  rsz0062_at_grt: "false"
  final.min_clock_period_ps: 2200
  finalCritPeriodShare_pct: 84.6
  timing.fmax_mhz: 455
  setup_viol: 0
  slew_violations: 0
cts:
  cts_resized: 0
  ctsHoldBuffers: 0
  postCtsSetupBuffers: 0
where the power goes:
group / internal [mW] / switching [mW] / leakage, nW
Sequential: 0 / 0 / 0
Combinational: 0.241 / 0.0793 / 0.840
Clock: 0 / 0 / 0
Total: 0.241 / 0.0793 / 0.840
through the flow:
stage | power [mW] | hold slack, ps
6_report | 0.321 | 1840
5_1_grt | 0.353 | 1880
4_1_cts | 0.328 | 1860
3_5_place_dp | 0.326 | 1860
3_3_place_gp | 0.324 | 1860
2_1_floorplan | 0.0891 | 1100
worst max-delay path by stage:
| stage | startpoint | endpoint | depth (start not counted) |
|---|---|---|---|
| CTS | input1[26] | out_data[26] | 4 |
| global route | input0[30] | out_data[30] | 4 |
| finish | input0[13] | out_data[13] | 4 |
final cells by class:
type	instances	share of cell area, %
timing repair buffer	134	65.7
multi-input combinational	96	29.7
tap	75	4.58
Yosys cell counts:
library cell	n	area share, %
buf_12	3	8.4
nand2_1	32	17
o21ai_1	28	20
buf_2	7	4.9
o21ai_2	2	2.5
mux2i_1	32	45
buf_6	1	1.6
o21ai_0	2	1.4
per-layer routing:
metal,up-vias,GRT usage (%),share of wire [%]
met2,79,13.0,42
met1,478,10.4,46
met3,0,3.70,12
met5,-,0,0
li1,621,-,-
met4,0,0,0
placed cells by master, fill, tap and decap left out:
master / instances
clkdlybuf4s50_1: 128
mux2i_1: 32
nand2_1: 32
o21ai_1: 28
o21ai_2: 2
o21ai_0: 2
buf_2: 2
buf_12: 2
buf_4: 2
tightest hold or removal path, delay by kind of cell:
family	cells	cell delay, ps
buf+inv	3	700
compound gates	1	90
cells by family (layout without fill, tap and decap cells):
kind of cell	count (synthesis)	count (layout)	share of synthesized area [%]
buffers and inverters	11	134	14.9
multiplexers	32	32	44.8
AND-OR/OR-AND	32	32	23.5
AND/OR/NAND/NOR	32	32	16.8
No activity file was given, so power comes from the tool's default toggle rates.
